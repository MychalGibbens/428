[design/flow/design.v]
module timer(
	input clk,
	input reset,
	input en,
	output timeOut
	);
	reg [31:0] count;
	reg timeOut;
	parameter [31:0] timeval = 1000000000;
	always@(posedge clk)	begin
		timeOut = 0;
		if (reset)
			count = timeval;
		else begin
			if(en)
				if(count == 0)
					timeOut = 1;
				else
					count = count - 1;
		end
	end
endmodule
[design/flow/run.sh]
#!/bin/bash
# OpenROAD 26Q1-2900-gdf79404cd8, Yosys 0.63+post, stock flow scripts
make -C /OpenROAD-flow-scripts/flow DESIGN_CONFIG=/design/flow/config.mk WORK_HOME=/design/flow/orfs finish
[design/flow/config.mk]
export PLATFORM = sky130hd
export DESIGN_NAME = timer
export DESIGN_NICKNAME = timer
export VERILOG_FILES = /design/flow/design.v
export SDC_FILE = /design/flow/constraint.sdc
export NUM_CORES = 4
export LEC_CHECK = 1
export CORE_AREA = 10 10 98 98
export DIE_AREA = 0 0 108 108
[design/flow/constraint.sdc]
current_design timer

set clk_period 4.2
set clk_io_pct 0.2

create_clock -name clk0 -period $clk_period [get_ports {clk}]

set non_clock_inputs [all_inputs -no_clocks]
set_input_delay [expr $clk_period * $clk_io_pct] -clock clk0 $non_clock_inputs
set_output_delay [expr $clk_period * $clk_io_pct] -clock clk0 [all_outputs]
==> notes.org <==
* Implementation run

** Placed design
- The final weighted congestion recorded by global placement is 0.8135.
- STA on the placed design reports a worst setup slack of 1.004 ns.
- Per the placement report, the placed cell count is 286.
- In this run the tool buffered the top-level ports with 3 buffer cells.
- Detailed placement reports a standard cell area of 1810 um^2.
- Half-perimeter wire length after detailed placement :: between 2 and 2.5 mm

** Floorplanning
- The vertical die dimension reported for this design is about 110 um.
- The floorplan step set the die width to 108 um.
- # IOs :: 4
- After floorplanning, the die was sized to cover 11660 um^2.
- In this run the standard cell core region covers approximately 7600 um^2.
- Floorplan row count :: 32
- Init Core Util :: 22.05%

** Power and ir drop
- The power report puts the leakage power at roughly 0.00058 uW.
- The worst-case IR drop observed on VDD is 0.2427 mV.
- Dividing total power by cell area gives a power density of 352.5 nW/um^2.

** Synth
- Cell type with the largest total area after synthesis :: dfxtp_1
- Post-synth tally of flip-flops with integrated enable :: 0
- Yosys synthesis warning count :: 1
- Dominant Register Cell :: dfxtp_1
- In the synthesized netlist the async set-or-reset flop fraction comes to 0%.
- Library cells used by synthesis :: 44
- Netlist area before placement :: 1687 um^2
- Portion of the post-synthesis area used by sequential elements :: 39.17%
- Chip area in the Yosys report :: ~1700 um^2
- Number of standard cells after synthesis :: 187
- For reference, the post-synthesis area per instance comes to 9.019 um^2.
- In the post-synthesis netlist, the biggest area contributors are dfxtp_1 39%, or3_1 5.9%, o31ai_1 4.9%.
- Register bit count reported by yosys :: 33
- Cell total in the yosys stat output :: about 190
- The share of synthesized area in the top cell type comes to between 30% and 40%.

** Route
- Drt wl/cell :: 11.50 um
- According to the report, the first pass of detailed routing completed in 8 iterations.
- DRC violation count after routing :: 0
- Vias/cell :: 4.823
- Via count :: 1418
- The violation tally recorded at the end of detailed-routing iteration 0 is 69.
- Routed Wire Length :: 3.380 mm
- Number of nets with antenna violations after routing :: 0
- Antenna diode instance count :: 0

** Final layout
- Number of fillers in the final layout :: 801
- Area added between synthesis and finish :: 12.09%
- MI comb area :: 962.2 um^2
- The post-route netlist has between 9 and 10% of its cells at a drive strength greater than 1.
- The count of cells in the finished layout, fillers not included, comes to 294.
- Cell area after layout :: 1891 um^2
- FF+latch area :: 660.6 um^2

** STA
- Clock skew on the completed layout was measured at approximately 0.0044 ns.
- Number of hold violations in the final report :: 0
- Summed over all failing endpoints, the final setup total negative slack is 0 ns.
- Achievable clock frequency :: ~0.34 GHz
- Crit path setup slack, layout :: 1.231 ns
- The last timing report of the flow puts the setup violation total at 0.
- In the final report, the number of pins over their slew limit comes to 0.
- Final period util :: 70.69%
- Setup repair after global routing left no endpoint under its margin.
- The max-slew check reports its worst relative slack as a little over half.
- Worst Max-Slew Pin Slew :: just under 0.7 ns
- The routed design could run at a clock period as short as 2.969 ns.

** Status
- The flow ran to the end, and the final reports show no timing, DRC or antenna violations.

** Critical path
- Cells on worst reg2reg path :: 5
- Critical Path Sink Type :: register
- Worst EP arrival :: 3.19 ns
- Largest driver fanout on the critical path :: 8
- Required time of the critical path :: approximately 4.4 ns
- CP startpoint kind :: input pin
- The setup path with the least slack is of type in -> reg.

** Worst hold path
- Along the worst hold path, the cell count comes to 2.
- The path class of the tightest hold or removal check is reg -> reg.

** Clocking
- In this run the number of H-tree levels came out at 2.
- CTS added clock buffers totalling 5.
- CTS tree :: yes
- Gates resized during post-CTS repair numbered 0.
- Clock net sink count :: 33
- In this run the clock root is driven by a clkbuf_8.
- Setup bufs post-CTS :: 0
- Clk pin slew, worst setup/hold paths :: 0.07 ns
- Post-cts hold buffer count :: 0
- Insertion delay at the late pin of the worst-skew pair :: between 0.2 and 0.3 ns
- Per the CTS log, the buffer count on the longest clock path is 2.

** Global route
- The first global-routing pass estimated 5.658 mm of wire.
- Vias in the first global route :: 1208
- The number of antenna violations at the first check in global routing came to 0.
- The global route stage reports its total congestion overflow as 0.
- Largest net degree at the start of global routing :: 23
- GRT Util Overall :: roughly 5.7%

** Job
- Tool warnings :: 25
- Count of maximum capacitance violations :: 0
## cells by family after synthesis
group | synth area share (%)
flops | 39.17
buf+inv | 3.783
xor+xnor | 3.635
mux | 0.5935
fa+ha+maj | 0.7417
simple gates | 31.90
compound gates | 20.18
## registers in the layout, indices dropped and copies added, names as in the netlist
register  count
timeOut       1
count        32
## synth_stat cells (all sizes together), types with 2 or more instances
master and n:
dfxtp 33, or3 16, a21oi 12, nand3 12, nor2 12, o21ai 12
o31ai 11, or4 10, nor3 7, or2 6, nor4 5, xnor2 5
buf 4, clkbuf 4, inv 4, nand2 4, o311ai 3, o41ai 3
a311oi 2, and3 2, nand4 2, o211ai 2, or4b 2, xor2 2
## worst max-delay path: stages
cell	delay (ns)
clkdlybuf4s50_1	0.65
or4b_1	0.46
nor4_1	0.37
nand3_1	0.26
or4_1	0.45
a21oi_1	0.15
## where the power goes
group | total [uW] | internal [uW] | switching [uW]
combinational | 93.9 | 38.1 | 55.8
sequential | 341 | 328 | 13.7
clock | 231 | 118 | 114
## routing by layer
metal  global-route usage [%]  wire (um)  share of wire, %
met1                    8.464       1730                51
met2                    8.276       1448                43
met3                    1.807        159               4.7
met4                   0.6679         41               1.2
met5                        0          0                 0
## layout make-up
| cell class | instances | area share [%] |
|---|---|---|
| clock buffers | 8 | 4.236 |
| inverters | 4 | 0.7942 |
| multi-input cells | 142 | 50.89 |
| flip-flops and latches | 33 | 34.94 |
| well taps | 102 | 6.750 |
| repair buffers | 5 | 2.383 |
## per-stage QoR
stage	util, %	hold WS [ns]	power [uW]
floorplan	-	0.4422	421.0
global placement	23.67	0.4569	439.8
detailed placement	23.67	0.4656	442.1
CTS	24.72	0.4749	671.9
global route	24.72	0.4982	697.5
finish	24.72	0.4718	666.5
## worst paths after layout
path	slack, ns	endpoint	start
setup / recovery	1.23	count[31]$_SDFFE_PP0P_	en
hold / removal	0.47	count[7]$_SDFFE_PP0P_	count[7]$_SDFFE_PP0P_
setup reg to reg	1.60	count[15]$_SDFFE_PP1P_	count[26]$_SDFFE_PP0P_
hold reg to reg	0.47	count[7]$_SDFFE_PP0P_	count[7]$_SDFFE_PP0P_
## cells in the final DEF, fill, tap and decap left out, types with 7 or more instances in the layout
cell type,count
or4_1,9
o31ai_1,11
o21ai_0,11
nor3_1,7
nand3_1,12
nor2_1,11
or3_1,16
dfxtp_1,33
a21oi_1,12
Power figures rest on the tool's default switching activity, not on a simulated workload.
