<file path="/design/flow/config.mk">
export PLATFORM = sky130hd
export DESIGN_NAME = mac1
export DESIGN_NICKNAME = mac1
export VERILOG_FILES = /design/flow/design.v
export SDC_FILE = /design/flow/constraint.sdc
export NUM_CORES = 4
export LEC_CHECK = 1
export CORE_UTILIZATION = 50
</file>
<file path="/design/flow/constraint.sdc">
current_design mac1

set clk_period 27.2
set clk_io_pct 0.2

create_clock -name clk0 -period $clk_period

set non_clock_inputs [all_inputs -no_clocks]
set_input_delay [expr $clk_period * $clk_io_pct] -clock clk0 $non_clock_inputs
set_output_delay [expr $clk_period * $clk_io_pct] -clock clk0 [all_outputs]
</file>
<file path="/design/flow/design.v">
`timescale 1ns/1ps
module adder16(
	input signed [15:0] a,
	input signed [15:0] b,
	output signed [16:0] s
	);
	assign s = a + b;
endmodule
`timescale 1ns/1ps
module adder17(
	input signed [16:0] a,
	input signed [16:0] b,
	output signed [17:0] s
	);
	assign s = a + b;
endmodule
`timescale 1ns/1ps
module adder18(
	input signed [17:0] a,
	input signed [17:0] b,
	output signed [18:0] s
	);
	assign s = a + b;
endmodule
`timescale 1ns/1ps
module adder19(
	input signed [18:0] a,
	input signed [18:0] b,
	output signed [19:0] s
	);
	assign s = a + b;
endmodule
module mac1(
	input [127:0] pixels,		 
	input [127:0] weights,		 
	output [19:0] sum		 
	);
	wire [255:0] p;		 
	wire [135:0] s1;	 
	wire [71:0] s2;		 
	wire [37:0] s3;		 
	genvar i;
	generate    begin
	for(i=0; i<=15; i=i+1)						 
		mult multName(pixels[(127-8*i):(127-8*i-7)],		 
			 	weights[(127-8*i):(127-8*i-7)],		 
				p[(255-16*i):(255-16*i-15)]);		 
	end
	endgenerate
	genvar k;
	generate   begin
	for(k=0; k<=7; k=k+1)						 
		adder16 adderName(p[(255-16*2*k):(255-16*2*k-15)],	 
				p[(255-16*(2*k+1)):(255-16*(2*k+1)-15)], 
				s1[(135-17*k):(135-17*k-16)]);		 
	end
	endgenerate
	adder17 adder17_1(s1[135:119], s1[118:102], s2[71:54]);		 
	adder17 adder17_2(s1[101:85], s1[84:68], s2[53:36]);		 
	adder17 adder17_3(s1[67:51], s1[50:34], s2[35:18]);		 
	adder17 adder17_4(s1[33:17], s1[16:0], s2[17:0]);		 
	adder18 adder18_5(s2[71:54], s2[53:36], s3[37:19]);		 
	adder18 adder18_6(s2[35:18], s2[17:0], s3[18:0]);		 
	adder19 adder19_7(s3[37:19], s3[18:0], sum);	 
endmodule
`timescale 1ns/1ps
module mult(
	input signed [7:0] a,
	input signed [7:0] b,
	output signed [15:0] s
	);
	assign s = a * b;
endmodule
</file>
<file path="/design/flow/run.sh">
#!/bin/bash
# OpenROAD 26Q1-2900-gdf79404cd8, Yosys 0.63+post, stock flow scripts
make -C /OpenROAD-flow-scripts/flow DESIGN_CONFIG=/design/flow/config.mk WORK_HOME=/design/flow/orfs finish
</file>
==> impl_metrics.toml <==
# physical design summary
[setup_path]
worst_ep_required_time_ns = 21.76
worstPathMaxFanout = 8
worst_ep_arrival_time_ns = 15.51
crit_path_start_kind = "primary input"
path_class = "primary input to output pin"
critPathCaptureType = "output pin"

[timing]
tightest_slew_ns = 0.691
max_freq_ghz = 0.0477
slew_headroom_pct = 53.8
timing.final.crit_period_ns = 20.95
hold_viol = 0
tns_ns = 0
rsz0062_at_grt = "false"
finalCritPeriodShare_pct = 77.0
maxSlewViolCount = 0
finalSetupViolCount = 0

[final_layout]
lay_top_cells = "inv_1 (1502), fa_1 (1428), and2_1 (547)"
drive_gt1_share_pct = 0.0429
layout_top_cell = "inv_1"
n_clock_buffer = 0
ff_count = 0
fillers = 7997
ff_latch_area_sq_um = 0
logic_area_sq_mm = 0.0390
area_growth_pct = 9.43
post-route-util_pct = 55.3

[grt]
grt_pass1_vias = 33500
antenna_found_initial = 12
grt_pass1_wl_microns = 198000
grt_max_degree = 10
grtUsageTotal_pct = 32.8
grt_overflow = 0

[route]
via_per_inst = 4.90
route.vias.total = 28600
final_antenna_net_count = 0
wire_per_inst_microns = 21.3
wl_microns = 124000
drtIter0Drc = 835
firstDrtPassIters = 5
drc = 0

[clock_tree]
post_cts_buffers = 0
ctsHoldBuffers = 0
ctsResizeCount = 0

[logic_synthesis]
ys_seq_share_pct = 0
synthDistinctLibCells = 25
syn_avg_cell_area_sq_um = 10.2
top_area_share_pct = 64.1
yosys_cells = 4393
synth.yosys.chip_area_sq_mm = 0.0446
yosys.area.top_type = "fa_1"
top_cells_by_area = "fa_1 (64%), inv_1 (13%), ha_1 (9.3%), and2_1 (7.7%), nand2_1 (3.0%)"
netlist_area_sq_mm = 0.0446
ys_warn_count = 0
syn_inst = 4393

[place]
gp_congestion = 0.999
io_buffers = 276
dp_hpwl_microns = 117000

[floorplanning]
die_x_microns = 301
die_h_microns = 301
fp-utilization_pct = 50.5
rows = 109
ios = 276
core_area_sq_mm = 0.0884
die-area_sq_mm = 0.0904

[run]
cap_violations = 0
warning_count = 35

[worst_hold_path]
hold_class = "primary input to output pin"

[run_status]
status = "finished, final reports clean"
==> worst max-delay path, cell delays in order <==
cell and delay, ns:
clkdlybuf4s50_1 0.65, nand2_1 0.21, fa_1 0.63, inv_1 0.14
fa_1 0.50, inv_1 0.05, fa_1 0.49, inv_1 0.07
fa_1 0.60, fa_1 0.46, fa_1 0.65, inv_1 0.09
fa_1 0.49, fa_1 0.52, inv_1 0.05, fa_1 0.55
fa_1 0.43, fa_1 0.51, fa_1 0.42, ha_1 0.34
o21ai_0 0.12, a21oi_1 0.18, o41ai_2 0.11, a32o_1 0.29
o21ai_2 0.18, a31oi_1 0.15, xnor2_1 0.59, clkdlybuf4s50_1 0.59
==> layout make-up <==
class	instances	area share, %
well taps	1165	2.99
diodes	3	0.0154
repair buffers	276	5.66
inverters	1502	11.5
multi-input cells	2886	79.8
==> logic make-up after synthesis <==
logic type	Yosys count	synth area share, %
fa+ha+maj	1760	73.4
buf+inv	1507	12.7
simple gates	1033	12.4
xor+xnor	49	0.962
compound gates	44	0.617
==> cell usage after synthesis, drive strengths merged <==
cell type     n
a31oi         2
nand3         1
a21o          5
inv        1502
nor2b        37
xor2         10
o21ai        16
xnor2        39
clkbuf        5
o21a          3
nor2         21
a211oi        2
or3           1
a21oi        11
ha          332
fa         1428
nor3          1
o31ai         2
o41ai         1
a32o          1
and2        547
o21bai        1
nand2b       69
nand2       356
==> worst paths after layout <==
path,startpoint,to,cells past startpoint
worst min-delay path,pixels[120],sum[0],4
worst max-delay path,weights[112],sum[19],28
==> stage by stage <==
step	hold WS [ns]	setup WS (ns)	cell area, sq um	std cells
2_1_floorplan	11.07	8.56	44600	4393
3_3_place_gp	12.33	6.31	48800	5829
3_5_place_dp	12.31	6.29	48800	5829
4_1_cts	12.32	6.27	48800	5829
5_1_grt	12.37	5.80	48800	5830
6_report	12.31	6.25	48800	5832
==> per-layer routing <==
| layer | vias to the layer above | GRT usage (%) | part of all wire [%] | wire, microns |
|---|---|---|---|---|
| met3 | 120 | 16.2 | 12 | 15500 |
| met1 | 14900 | 48.7 | 38 | 47700 |
| met2 | 957 | 48.1 | 47 | 58200 |
| met5 | - | 1.38 | 0.24 | 293 |
| li1 | 12600 | - | - | - |
| met4 | 22 | 5.08 | 2.2 | 2740 |
