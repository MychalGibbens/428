### flow/constraint.sdc
current_design acc

set clk_period 6.6
set clk_io_pct 0.2

create_clock -name clk0 -period $clk_period [get_ports {clk}]

set non_clock_inputs [all_inputs -no_clocks]
set_input_delay [expr $clk_period * $clk_io_pct] -clock clk0 $non_clock_inputs
set_output_delay [expr $clk_period * $clk_io_pct] -clock clk0 [all_outputs]
### flow/run.sh
#!/bin/bash
# OpenROAD 26Q1-2900-gdf79404cd8, Yosys 0.63+post, stock flow scripts
make -C /OpenROAD-flow-scripts/flow DESIGN_CONFIG=/design/flow/config.mk WORK_HOME=/design/flow/orfs finish
### flow/config.mk
export PLATFORM = sky130hd
export DESIGN_NAME = acc
export DESIGN_NICKNAME = acc
export VERILOG_FILES = /design/flow/design.v
export SDC_FILE = /design/flow/constraint.sdc
export NUM_CORES = 4
export LEC_CHECK = 1
export CORE_AREA = 10 10 100 100
export DIE_AREA = 0 0 110 110
### flow/design.v
`timescale 1ns/1ps
module acc(
	input [19:0] din,
	input [7:0] b,
	input clk,
	input rst,
	output [21:0] dout
	);
	reg [21:0] accReg, muxout;
	reg [21:0] dout;
	wire sel, en;
	wire [21:0] b_ext, sum;
	acc_adder x1(din, muxout, sum);
	acc_ctrl r1(clk, rst, sel, en);	
	assign b_ext = {{14{b[7]}}, b};  
	always@(posedge clk)	begin
		if (en)
			dout <= sum;
	end
	always@(posedge clk)	begin
		accRef <= sum;
	end
	always@(*)	begin
		if(sel)
			muxout = b_ext;
		else
			muxout = accReg;
	end
	endmodule
`timescale 1ns/1ps
module acc_adder(
	input signed [19:0] a,
	input signed [21:0] b,
	output signed [21:0] s
	);
	assign s = a + b;
endmodule
module acc_ctrl(
	input clk,
	input rst,
	output sel,
	output en
	);
	reg [1:0] n_state, c_state;
	parameter s1 = 2'b00;
	parameter s2 = 2'b01;
	parameter s3 = 2'b10;
	parameter s4 = 2'b11;
	always@(posedge clk)	begin
		if(rst)
			c_state = s1;
		else
			c_state = n_state;
	end
	always@(c_state)	begin
	case(c_state)
	s1:	n_state = s2;
	s2: 	n_state = s3;
	s3: 	n_state = s4;
	s4: 	n_state = s1;
	endcase
	end
	assign sel = (c_state == s1) ? 1'b1 : 1'b0;
	assign  en = (c_state == s4) ? 1'b1 : 1'b0;
	endmodule
==> results_dict.tcl <==
# metrics dict for downstream scripts
set metrics [dict create \
    core-area_um2 7810 \
    n_antenna_cell 0 \
    min_delay_path_depth 1 \
    synth_adder_area_share_pct 15.2 \
    syn_inst 175 \
    syn-cell-area_um2 1770 \
    synthAoiAreaFrac_pct 19.4 \
    place_ws_ns 2.50 \
    rsz0062_at_grt "false" \
    async_reset_ff_share_pct 0 \
    cts_root_buf "clkbuf_8" \
    seq_area_um2 741 \
    cts_buffers 3 \
    ys.flops 26 \
    vias_per_cell 4.36 \
    r2r-end "r1.c_state[0]$_DFF_P_" \
    synth-xor-area-share_pct 7.41 \
    cts.path.max_buffers 2 \
    finalClockPeriodUsage_pct 57.7 \
    hold_class "reg2reg" \
    yosys_cells 175 \
    cts_tree "built" \
    antenna_found_initial 0 \
    fillers 794 \
    switching_share_pct 25.3 \
    power_density_nw_per_um2 181 \
    ff_type "edfxtp_1" \
    hp-start "r1.c_state[1]$_DFF_P_" \
    ys_types 40 \
    mux_area_share_pct 0.565 \
    worstPathMaxFanout 13 \
    fp_util_pct 22.7 \
    cts.sinks 26 \
    ys_warn_count 26 \
    vdd_drop_max_uv 73.0 \
    drt_iter0_markers 129 \
    crit_path_start "b[7]" \
    seqPwrFrac_pct 42.5 \
    die_y_um 110 \
    p_switching_uw 114 \
    top_logic_kind "AND-OR/OR-AND gates" \
    htreeDepth 1 \
    tns_ns 0 \
    comb_area_um2 982 \
    grt_overflow 0 \
    via_count 1443 \
    status "finished, final reports clean" \
    regToRegStartpoint "r1.c_state[3]$_DFF_P_" \
    area_delta_synth_final_pct 39.9 \
    hold_viol_final 0 \
    finalSetupViolCount 0 \
    final_util_pct 31.8 \
    grt_usage_pct 6.82 \
    num_rows 32 \
    maxCapViolations 0 \
    cp_data_required_time_ns 6.62 \
    fmax_mhz 263 \
    chipArea_um2 12100 \
    simple_gate_area_share_pct 12.8 \
    relSlewSlack_pct 65.9 \
    ys_area_um2 1770 \
    ctsResizeCount 0 \
    synth.most_common_cell "edfxtp_1" \
    end_kind "flop" \
    edf_count 22 \
    drv_slew 0 \
    rr_worst_depth 2 \
    top_area_share_pct 37.3 \
    cp.arrival_ns 3.83 \
    clk_latency_ns 0.27 \
    cts_hold_buffers 0 \
    layout-drive-gt1-share_pct 4.80 \
    largest_area_cell "edfxtp_1" \
    ff2ff_setup_slack_ns 5.67 \
    avgSynthCellArea_um2 10.1 \
    port-buffer-count 51 \
    p_int_uw 336 \
    cts_setup_buffers 0 \
    setup_slack_ns 2.79 \
    wl_per_cell_um 12.6 \
    clkTransAtPathRegs_ns 0.09 \
    place_hpwl_um 3510 \
    path_class "in2reg" \
    ys_top_cells_by_count "edfxtp_1, ha_1, a21oi_1, nor2_1, o21ai_0" \
    hold_path_end "r1.c_state[3]$_DFF_P_" \
    first_global_vias 1462 \
    critical_path.startpoint_type "primary input" \
    route.antenna.remaining_nets 0 \
    combPwrFrac_pct 28.4 \
    warnings 25 \
    grt_pass1_wl_um 6710 \
    route.detailed.drc 0 \
    clock_skew_ns 0.00644 \
    fin_crit_ns 3.81 \
    worst_pin_slew_ns 0.507 \
    p_clk_share_pct 29.1 \
    holdWs_ns 0.447 \
    place.gp.congestion 0.868 \
    num_io_pins 52 \
    leakage_nw 0.930 \
    final_cells 331 \
    drt_wl_total_um 4170 \
    seq_area_frac_synth_pct 41.8 \
    die_w_um 110 \
    topCellsByArea "edfxtp_1, ha_1, xnor2_1" \
    place_inst 327 \
    firstDrtPassIters 4 \
    grt_max_degree 24 \
]
layout by cell type, fill, tap and decap left out, drive strengths merged, types with 2 or more instances in the layout:
master,synthesis,final
o21a,3,3
and4,2,2
nor3,3,3
nor2b,5,5
a21oi,16,16
a31oi,2,2
xnor2,10,10
clkdlybuf4s50,0,51
edfxtp,22,22
nand3,4,4
o21ai,13,13
a32oi,2,2
dfxtp,4,4
a21o,3,3
xor2,5,5
nor2,16,16
nand2,10,10
o211ai,2,2
clkbuf,1,3
ha,20,20
o31ai,2,2
inv,11,11
o21bai,3,3
a211oi,2,2
nand4,2,2
worst max-delay path by stage:
stage / end / cells past startpoint / slack (ns)
finish: dout[15]$_DFFE_PP_ / 8 / 2.79
CTS: dout[15]$_DFFE_PP_ / 8 / 2.79
global route: dout[15]$_DFFE_PP_ / 8 / 2.61
state kept, by name, indices dropped and copies added, names as in the netlist:
| register | flops |
|---|---|
| r1.c_state | 4 |
| dout | 22 |
logic make-up (layout without fill, tap and decap cells):
| group | after synthesis | count (layout) |
|---|---|---|
| fa+ha+maj | 21 | 21 |
| buf+inv | 13 | 67 |
| simple gates | 46 | 46 |
| compound gates | 53 | 53 |
| mux | 1 | 1 |
| xor+xnor | 15 | 15 |
| flops | 26 | 26 |
area by class of cell:
| type | instances | share of cell area, % |
|---|---|---|
| timing repair buffer | 52 | 20.9 |
| inverter | 11 | 1.66 |
| clock inverter | 1 | 1.21 |
| sequential | 26 | 29.9 |
| multi-input combinational | 136 | 39.6 |
| clock buffer | 3 | 1.66 |
| tap | 102 | 5.14 |
critical path, cell delays in order:
cell	delay (ns)
clkdlybuf4s50_1	0.67
ha_1	0.52
and4_4	0.24
a221o_1	0.32
a211oi_2	0.31
o31a_2	0.22
o21ai_1	0.08
xnor2_1	0.14
per-stage QoR:
| stage | power (mW) | area [µm²] |
|---|---|---|
| after floorplan | 0.278 | 1770 |
| after global placement | 0.323 | 2410 |
| after detailed placement | 0.323 | 2410 |
| after CTS | 0.455 | 2480 |
| after global routing | 0.477 | 2480 |
| final | 0.450 | 2480 |
power by group through the flow:
| stage | clock, mW | combinational [mW] | sequential [mW] |
|---|---|---|---|
| 6_report | 0.131 | 0.128 | 0.191 |
| 5_1_grt | 0.140 | 0.145 | 0.192 |
| 4_1_cts | 0.135 | 0.129 | 0.191 |
metal layers:
| layer | vias to the layer above | GRT usage, % | wire length (µm) |
|---|---|---|---|
| met5 | - | 0 | 0 |
| met4 | 0 | 1.02 | 63 |
| met3 | 4 | 0.999 | 201 |
| met2 | 31 | 11.4 | 1980 |
| met1 | 646 | 9.39 | 1930 |
| li1 | 762 | - | - |
Power figures rest on the tool's default switching activity, not on a simulated workload.
